==> flow/run.sh <==
#!/bin/bash
# OpenROAD 26Q1-2900-gdf79404cd8, Yosys 0.63+post, stock flow scripts
make -C /OpenROAD-flow-scripts/flow DESIGN_CONFIG=/design/flow/config.mk WORK_HOME=/design/flow/orfs finish
==> flow/config.mk <==
export PLATFORM = sky130hd
export DESIGN_NAME = signal_pass_through
export DESIGN_NICKNAME = signal_pass_through
export VERILOG_FILES = /design/flow/design.v
export SDC_FILE = /design/flow/constraint.sdc
export NUM_CORES = 4
export LEC_CHECK = 1
export CORE_UTILIZATION = 50
==> flow/constraint.sdc <==
current_design signal_pass_through

set clk_period 7.3
set clk_io_pct 0.2

create_clock -name clk0 -period $clk_period [get_ports {clock}]

set non_clock_inputs [all_inputs -no_clocks]
set_input_delay [expr $clk_period * $clk_io_pct] -clock clk0 $non_clock_inputs
set_output_delay [expr $clk_period * $clk_io_pct] -clock clk0 [all_outputs]
==> flow/design.v <==
`timescale 1ns / 1ps
module sclk1(
    input clock,
    input reset,
    output reg sclk1
    );
    reg[24:0] count = 0;
    initial begin
    count = 0;
    sclk1 = 0;
    end
    always @ (posedge clock) begin
        if (reset ==1'b1)begin
            count <= 0;
            sclk1 <= 0;
        end else begin
            count <= count + 1;
            if(count == 1) begin 
                sclk1 <= ~sclk1;
                count <= 0;  
            end
        end 
    end      
endmodule
`timescale 1ns / 1ps
module signal_pass_through(
    input clock,
    input reset,
    input get_data,
    input data_bit,
    output reg cs1,
    output sclk1,
    output sclk2,
    output  LED0,
    output  LED1,
    output  LED2,
    output  LED3,
    output  LED4,
    output  LED5,
    output  LED6,
    output  LED7,
    output  LED8,
    output  LED9,
    output  LED10,
    output  LED11,
    output  LED12,
    output  LED13,
    output  LED14,
    output  LED15,
    output reg cs0,
    output reg ldac,
    output reg din
    );
    sclk1 sclk_inst (
        .clock(clock),
        .reset(reset),
        .sclk1(sclk1)    
    ); 
    sclk1 sclk_inst2 (
        .clock(clock),
        .reset(reset),
        .sclk1(sclk2)    
    ); 
    reg[15:0] data_reg;
    reg[15:0] count;
    reg[15:0] load_reg;
    reg[3:0] i;
    reg load;
    reg send;
    reg adc_ok;
    reg[15:0] dac_reg;
    reg[15:0] data [3:0];
    reg[15:0] count1;
    reg [1:0] sel;
    reg[15:0] sw;
    reg[15:0] clear_dac;
    reg sent;
    initial begin
    load_reg = 16'b0000000000000000;
    data_reg = 16'b0000000000000000;
    count = 16'd19;
    load = 0;
    cs1 = 1; 
    i = 4'd0; 
    dac_reg = 16'b0000000000000000;
    count1 = 16'd18;
    din = 0;
    cs0 = 1;  
    sel = 0;
    clear_dac = 16'b0000000000000000;
    end
    assign LED0 = data_reg[0];
    assign LED1 = data_reg[1];
    assign LED2 = data_reg[2];
    assign LED3 = data_reg[3];
    assign LED4 = data_reg[4];
    assign LED5 = data_reg[5];
    assign LED6 = data_reg[6];
    assign LED7 = data_reg[7];
    assign LED8 = data_reg[8];
    assign LED9 = data_reg[9];
    assign LED10 = data_reg[10];
    assign LED11 = data_reg[11];
    assign LED12 = data_reg[12];
    assign LED13 = data_reg[13];
    assign LED14 = data_reg[14];
    assign LED15 = data_reg[15];
    always @ (*)begin
        dac_reg = load_reg;
    end
    always @ (negedge sclk1)begin
        if (get_data == 1 ) begin  
            if (count > 3) begin
                cs1 = 0;
                load = 0;
            end 
            if (count > 3) begin
                data_reg[count - 4] = data_bit;
            end
            if (count == 3)begin
                    cs1 = 1;
            end 
            if (count == 0)begin
                    load_reg = data_reg*(16'd18); 
                    load = 1;
                    data_reg = 16'b0000000000000000;
                    count = 16'd19;  
                end 
            count = count - 1; 
        end     
    end
    always @ (posedge sclk2)begin  
        if (get_data == 1)begin  
            if ( count1 > 0)begin
                cs0 = 0;
                ldac = 1; 
            end
            if (count1 == 2)begin
                cs0 = 1;
            end
            if (count1 > 2) begin
                din = dac_reg[count1-3];
            end
            if (count1 <= 2) begin
                din = 16'd0;
            end           
            if (count1 == 1)begin
                ldac = 0;
                cs0 = 1;
            end
            if (count1 == 0)begin
                cs0 = 0;
                ldac = 1;
                count1 = 16'd18;
                sent = 1;  
            end 
            count1 = count1 - 1;
        end
        if (get_data == 0)begin  
            if ( count1 > 0)begin
                cs0 = 0;
                ldac = 1; 
            end
            if (count1 == 2)begin
                cs0 = 1;
            end
            if (count1 == 1)begin
                ldac = 0;
                cs0 = 1;
            end
            if (count1 == 0)begin
                cs0 = 0;
                ldac = 1;
                count1 = 16'd18;  
            end        
            if (count1 > 2) begin
                din = clear_dac[count1-3];
            end
            if (count1 <= 2) begin
                din = 16'd0;
            end           
            count1 = count1 - 1;
        end
    end
endmodule
==> qor.yml <==
final_timing:
  clock.fmax_mhz: 360
  hold_viol: 0
  final-setup-viol-count: 0
  skew_ns: 0.00685
  untimed_endpoints: 135
  whs_ns: 0.479
  finalClockPeriodUsage: 0.381
  period_minus_slack_ns: 2.78
  rsz0062_at_grt: "false"
  tightestPinTransition_ns: 0.755
  slew_violations: 0
  slew_headroom: 0.490
  fin_tns_setup_ns: 0
  unclocked_pins: 67
final_layout:
  area_growth_pct: 6.77
  design_area_mm2: 0.00790
  reg_top3: "sclk_inst.count (25), sclk_inst2.count (25)"
  final_layout_size_suffix_gt1_frac: 0.0639
  lay_top_count: "nor2_1"
  layout.cells.most_common_list: "nor2_1 (101), dfxtp_1 (71), xor2_1 (56)"
  finalNonFillerCells: 982
  fill_cells: 1284
yosys:
  flop_cell: "dfxtp_1"
  yosys_cells: 796
  syn_avg_cell_area_um2: 9.29
  synth_chip_area_mm2: 0.00740
  synth_cells: 796
  postSynth.asyncResetShare: 0
  synth-edff-count: 48
  ys_seq_frac: 0.387
  syn_area_mm2: 0.00740
  synth_cell_type_count: 74
  yosysWarnings: 2
  ys.flops: 119
detailed_routing:
  drc: 0
  drt_pre_antenna_iters: 4
  drt-total-wl_um: 14100
  drtIter0Drc: 306
  wl_per_cell_um: 14.4
  vias_per_cell: 5.61
  dr_total_vias: 5513
  ant_nets: 0
  antenna_cells: 0
grt:
  antenna_found_initial: 0
  grt_max_degree: 57
  grt_use_total: 0.199
  overflow: 0
  grt_pass1_vias: 5105
  grt_pass1_wl_um: 23600
floorplan:
  num_io_pins: 26
  initCoreUtil: 0.511
  die_h_um: 124
  die_w_um: 124
  die-area_mm2: 0.0153
  core-area_mm2: 0.0145
  rows: 44
worst_setup_path:
  worstSetupEndpointType: "output port"
  worstRegToRegCells: 8
  cp.required_ns: 5.84
  crit_path_start_kind: "register"
  cp-startpoint: "sclk_inst2.sclk1"
  r2r-end: "sclk_inst.count[24]"
  crit_end: "sclk2"
  cp_data_arrival_time_ns: 1.32
  cp_max_fo: 21
  r2r_start: "sclk_inst.count[0]"
  rrSetupSlack_ns: 5.03
  path_class: "register to output port"
cts:
  numCtsBuffers: 5
  postCtsSetupRepairBufs: 0
  clk_latency_ns: 0.29
  clkTransAtPathRegs_ns: 0.07
  cts_hold_buf: 0
  root_buffer: "clkbuf_16"
  ctsResizeCount: 0
  cts_buffer_depth: 2
  cts_tree: "built"
  h-tree-depth: 2
placement:
  hpwl_um: 10500
  place_congestion: 0.935
  dp_cells: 974
  io_buffer_count: 25
  placed_area_mm2: 0.00775
power:
  power_leakage_nw: 2.88
  p_per_area_mw_per_mm2: 120
  peakVddDrop_uv: 220
run:
  maxCapViolations: 0
  tool_warnings: 35
hold_path:
  min_path_type: "register to register"
outcome:
  status: "finished clean"
how the worst min path moves through the flow:
| stage | from | to | slack (ns) | cells past startpoint |
|---|---|---|---|---|
| CTS | sclk_inst.count[0] | sclk_inst.count[0] | 0.48 | 1 |
| global route | sclk_inst.count[0] | sclk_inst.count[0] | 0.54 | 1 |
| finish | sclk_inst.count[0] | sclk_inst.count[0] | 0.48 | 1 |
worst max-delay path, cell delays in order (launching register included):
cell	delay [ns]
dfxtp_1	0.31
buf_4	0.22
clkdlybuf4s50_1	0.49
area by class of cell:
cell class,instances,area [um2],area share
Clock buffer,6,129,0.0163
Timing Repair Buffer,28,268,0.0339
Multi-Input combinational cell,617,4290,0.544
Sequential cell,119,2860,0.362
Tap cell,184,230,0.0292
Inverter,26,97.6,0.0124
Clock inverter,2,16.3,0.00206
stage by stage:
stage           util  setup slack, ns  total power (W)
2_1_floorplan      -             5.05         0.000650
3_3_place_gp   0.535             4.64         0.000725
3_5_place_dp   0.535             4.58         0.000730
4_1_cts        0.545             4.49         0.000961
5_1_grt        0.545             4.43          0.00101
6_report       0.545             4.52         0.000951
layer usage:
metal	vias to the layer above	routed length [um]	global-route usage
met1	2585	7010	0.313
met4	0	102	0.0136
met5	-	0	0
li1	2849	-	-
met3	6	248	0.0131
met2	73	6760	0.329
cell families after synthesis:
| kind of cell | count (synthesis) | share of synthesized area |
|---|---|---|
| flops | 119 | 0.387 |
| compound gates | 87 | 0.0773 |
| mux | 25 | 0.0411 |
| simple gates | 356 | 0.261 |
| fa+ha+maj | 39 | 0.0670 |
| xor+xnor | 110 | 0.134 |
| buf+inv | 60 | 0.0325 |
cells in the mapped netlist (4+ instances only):
cell type	number	share of area
a211oi_1	4	0.0041
a21oi_1	22	0.015
a31oi_1	5	0.0042
and2_1	19	0.016
and3_1	11	0.0093
and4_1	5	0.0059
buf_1	4	0.0020
buf_2	6	0.0041
clkbuf_1	23	0.012
dfxtp_1	71	0.19
edfxtp_1	48	0.19
ha_1	38	0.064
inv_1	25	0.013
mux2_2	12	0.018
mux2i_1	9	0.012
nand2_1	44	0.022
nand2b_1	8	0.0068
nand3_1	33	0.022
nand4_1	25	0.021
nor2_1	101	0.051
nor2b_1	4	0.0034
nor3_1	24	0.016
nor3b_1	4	0.0041
nor4_1	25	0.021
o21a_1	5	0.0051
o21ai_0	22	0.015
or2_2	9	0.0076
or3_1	12	0.010
or4_1	5	0.0051
xnor2_1	52	0.062
xor2_1	56	0.066
power breakdown:
part / internal, W / leakage, nW / switching (W)
combinational: 0.000115 / 1.77 / 0.000156
sequential: 0.000409 / 1.04 / 0.0000436
clock: 0.000128 / 0.0671 / 0.000100
total: 0.000652 / 2.88 / 0.000300
Power figures rest on the tool's default switching activity, not on a simulated workload.
